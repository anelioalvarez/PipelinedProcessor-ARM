### flow/config.mk
export PLATFORM = sky130hd
export DESIGN_NAME = controller
export DESIGN_NICKNAME = controller
export VERILOG_FILES = /design/flow/design.v
export SDC_FILE = /design/flow/constraint.sdc
export NUM_CORES = 4
export LEC_CHECK = 1
export CORE_AREA = 10 10 70 70
export DIE_AREA = 0 0 80 80
export SYNTH_HDL_FRONTEND = slang
### flow/constraint.sdc
current_design controller

set clk_period 2.0
set clk_io_pct 0.2

create_clock -name clk0 -period $clk_period

set non_clock_inputs [all_inputs -no_clocks]
set_input_delay [expr $clk_period * $clk_io_pct] -clock clk0 $non_clock_inputs
set_output_delay [expr $clk_period * $clk_io_pct] -clock clk0 [all_outputs]
### flow/design.v
module aludec (
    input  logic [10:0] funct,  
    input  logic [1:0]  aluop,  
    output logic [3:0]  alucontrol
);
    always_comb
        case(aluop)
            2'b00: alucontrol = 4'b0010;
            2'b01: alucontrol = 4'b0111;
            2'b10:
                case(funct)
                    11'b100_0101_1000   : alucontrol = 4'b0010;
                    11'b110_0101_1000   : alucontrol = 4'b0110;
                    11'b100_0101_0000   : alucontrol = 4'b0000;
                    11'b101_0101_0000   : alucontrol = 4'b0001;
                    default: alucontrol = 4'b0000;
                endcase
            2'b11:
                casez(funct)
                    11'b100_1000_100?:  alucontrol = 4'b0010;
                    11'b100_1001_000?:  alucontrol = 4'b0000;
                    11'b101_1001_000?:  alucontrol = 4'b0001;
                    11'b110_1000_100?:  alucontrol = 4'b0110;
                    11'b110_1001_01??:  case(funct[1:0])  
                                2'b00  : alucontrol = 4'b1000;
                                2'b01  : alucontrol = 4'b1001;
                                2'b10  : alucontrol = 4'b1010;
                                default: alucontrol = 4'b1011;
                            endcase
                    default: alucontrol = 4'b0000;
                endcase
            default: alucontrol = 4'b0000;
        endcase
endmodule
module controller(
    input  logic [10:0] instr,
    output logic [3:0]  AluControl,						
    output logic        reg2loc, regWrite, AluSrc, Branch, memtoReg, memRead, memWrite
);
    logic [1:0] AluOp_s;
    maindec decPpal(
        .Op(instr), 
        .Reg2Loc(reg2loc), 
        .ALUSrc(AluSrc), 
        .MemtoReg(memtoReg), 
        .RegWrite(regWrite), 
        .MemRead(memRead), 
        .MemWrite(memWrite), 
        .Branch(Branch), 
        .ALUOp(AluOp_s)
    );	
    aludec decAlu (
        .funct(instr), 
        .aluop(AluOp_s), 
        .alucontrol(AluControl)
    );
endmodule
module maindec (
    input  logic [10:0] Op,
    output logic        Reg2Loc,
    output logic        ALUSrc,
    output logic        MemtoReg,
    output logic        RegWrite,
    output logic        MemRead,
    output logic        MemWrite,
    output logic        Branch,
    output logic [1:0]  ALUOp
);
    always_comb
    begin
        casez(Op)
            11'b111_1100_0010: begin
                Reg2Loc  = 1'b0;
                ALUSrc   = 1'b1;
                MemtoReg = 1'b1;
                RegWrite = 1'b1;
                MemRead  = 1'b1;
                MemWrite = 1'b0;
                Branch   = 1'b0;
                ALUOp    = 2'b00;
            end
            11'b111_1100_0000: begin
                Reg2Loc  = 1'b1;
                ALUSrc   = 1'b1;
                MemtoReg = 1'b0;
                RegWrite = 1'b0;
                MemRead  = 1'b0;
                MemWrite = 1'b1;
                Branch   = 1'b0;
                ALUOp    = 2'b00;
            end
            11'b101_1010_0???: begin
                Reg2Loc  = 1'b1;
                ALUSrc   = 1'b0;
                MemtoReg = 1'b0;
                RegWrite = 1'b0;
                MemRead  = 1'b0;
                MemWrite = 1'b0;
                Branch   = 1'b1;
                ALUOp    = 2'b01;
            end
            11'b100_0101_1000: begin
                Reg2Loc  = 1'b0;
                ALUSrc   = 1'b0;
                MemtoReg = 1'b0;
                RegWrite = 1'b1;
                MemRead  = 1'b0;
                MemWrite = 1'b0;
                Branch   = 1'b0;
                ALUOp    = 2'b10;
            end
            11'b110_0101_1000: begin
                Reg2Loc  = 1'b0;
                ALUSrc   = 1'b0;
                MemtoReg = 1'b0;
                RegWrite = 1'b1;
                MemRead  = 1'b0;
                MemWrite = 1'b0;
                Branch   = 1'b0;
                ALUOp    = 2'b10;
            end
            11'b100_0101_0000: begin
                Reg2Loc  = 1'b0;
                ALUSrc   = 1'b0;
                MemtoReg = 1'b0;
                RegWrite = 1'b1;
                MemRead  = 1'b0;
                MemWrite = 1'b0;
                Branch   = 1'b0;
                ALUOp    = 2'b10;
            end
            11'b101_0101_0000: begin
                Reg2Loc  = 1'b0;
                ALUSrc   = 1'b0;
                MemtoReg = 1'b0;
                RegWrite = 1'b1;
                MemRead  = 1'b0;
                MemWrite = 1'b0;
                Branch   = 1'b0;
                ALUOp    = 2'b10;
            end
            11'b100_1000_100?: begin
                Reg2Loc  = 1'b0;
                ALUSrc   = 1'b1;
                MemtoReg = 1'b0;
                RegWrite = 1'b1;
                MemRead  = 1'b0;
                MemWrite = 1'b0;
                Branch   = 1'b0;
                ALUOp    = 2'b11;
            end
            11'b100_1001_000?: begin
                Reg2Loc  = 1'b0;
                ALUSrc   = 1'b1;
                MemtoReg = 1'b0;
                RegWrite = 1'b1;
                MemRead  = 1'b0;
                MemWrite = 1'b0;
                Branch   = 1'b0;
                ALUOp    = 2'b11;
            end
            11'b101_1001_000?: begin
                Reg2Loc  = 1'b0;
                ALUSrc   = 1'b1;
                MemtoReg = 1'b0;
                RegWrite = 1'b1;
                MemRead  = 1'b0;
                MemWrite = 1'b0;
                Branch   = 1'b0;
                ALUOp    = 2'b11;
            end
            11'b110_1000_100?: begin
                Reg2Loc  = 1'b0;
                ALUSrc   = 1'b1;
                MemtoReg = 1'b0;
                RegWrite = 1'b1;
                MemRead  = 1'b0;
                MemWrite = 1'b0;
                Branch   = 1'b0;
                ALUOp    = 2'b11;
            end
            11'b110_1001_01??: begin
                Reg2Loc  = 1'b0;
                ALUSrc   = 1'b1;
                MemtoReg = 1'b0;
                RegWrite = 1'b1;
                MemRead  = 1'b0;
                MemWrite = 1'b0;
                Branch   = 1'b0;
                ALUOp    = 2'b11;
            end
            default: begin            
                Reg2Loc  = 1'b0;
                ALUSrc   = 1'b0;
                MemtoReg = 1'b0;
                RegWrite = 1'b0;
                MemRead  = 1'b0;
                MemWrite = 1'b0;
                Branch   = 1'b0;
                ALUOp    = 2'b00;
            end
        endcase
    end
endmodule
### flow/run.sh
#!/bin/bash
# OpenROAD 26Q1-2900-gdf79404cd8, Yosys 0.63+post, stock flow scripts
make -C /OpenROAD-flow-scripts/flow DESIGN_CONFIG=/design/flow/config.mk WORK_HOME=/design/flow/orfs finish
==> flow_summary.yaml <==
# generated from flow reports
outcome:
  status: "complete, but fails checks"
  violations: "setup timing"
place:
  dp.cells: 128
  place_hpwl_um: 1110
  portBuffers: 22
  place.gp.congestion: 0.940
  placed_area_um2: 676
logic_synthesis:
  ys_seq_share_pct: 0
  syn_avg_cell_area_um2: 6.20
  synth_cell_type_count: 28
  syn_inst: 43
  synth.area.top_cells: "o21ai_0, nor2_1, a21oi_1"
  most_common_cell: "nor2_1"
  synth_warnings: 0
  ys_area_um2: 267
  yosysTopAreaCell: "o21ai_0"
  yosys.area.top_type_share_pct: 7.51
  netlist_area_um2: 267
  synthTopCellsByCount: "nor2_1, nand2_1, o21ai_0"
  yosys_cells: 43
layout:
  area_delta_synth_final_pct: 234
  seq_cells: 0
  fin_cells: 143
  final_cell_area_um2: 890
  layout-drive-gt1-share_pct: 72.2
  clkbuf_count: 0
  regArea_um2: 0
drt:
  detail_route.wl_per_cell_um: 12.3
  diodes: 0
  postRouteAntennaNets: 0
  finalWirelength_um: 1750
  drc_errors: 0
  dr.pass1.iters: 4
  num_vias: 569
  first_iter_violations: 53
  via_per_inst: 3.98
die:
  num_rows: 21
  coreArea_mm2: 0.00342
  core_util_floorplan_pct: 7.80
  dieArea_mm2: 0.00640
  die_x_um: 80
  die_h_um: 80
  io_pins: 22
pwr:
  power_density_mw_per_mm2: 125
  peakVddDrop_uv: 24.9
  leakagePower_nw: 0.440
global_routing:
  grt_use_total_pct: 4.71
  grt_pass1_wl_um: 2560
  gr-total-overflow: 0
  grt_max_degree: 9
  antenna_found_initial: 0
  grt_pass1_vias: 539
critical_path:
  critPathMaxFanout: 3
  critPathBufInv: 2
  worstSetupPathType: "input port to output port"
  worst_setup_path_start_kind: "input port"
  critical_path_arrival_ns: 1.64
  slowest_stage: "or4b_4"
  worst_setup_path_end_kind: "output port"
  path_delay_family: "simple AND/OR/NAND/NOR gates"
  path_cells: "buf_6 -> or4b_4 -> or3b_1 -> nand3b_1 -> buf_2"
  slowest_delay_ns: 0.57
  worst_ep_required_time_ns: 1.60
final_timing:
  relSlewSlack_pct: 81.1
  setup_viol: 4
  hold_violations: 0
  worst_slew_pin_slew_ns: 0.284
  min_period_ns: 2.04
  setup_slack_ns: -0.0393
  fin_crit_sh_pct: 102
  rsz0062_at_grt: "yes"
  slew_violations: 0
  timing.fmax_mhz: 490
clocking:
  cts_hold_buf: 0
flow_run:
  cap_violations: 0
  log.warning_count: 34
hold_path:
  hp-class: "input port to output port"
## cell families (layout without fill, tap and decap cells)
group                  Yosys count  after routing  share of synthesized area [%]
buffers and inverters            5             59                           8.45
AOI/OAI and AO/OA                9              9                           19.7
and+or+nand+nor                 29             29                           71.8
## per-stage QoR
stage	hold slack (ns)	power, mW	setup TNS, ns	setup WS (ns)	util [%]
floorplan	0.813	0.0194	0	0.235	-
global placement	1.88	0.0746	-6.22	-0.753	19.8
detailed placement	1.86	0.0742	-6.26	-0.731	19.8
CTS	1.22	0.0976	-0.137	-0.0805	24.8
global route	1.26	0.118	-0.297	-0.0890	26.0
finish	1.23	0.111	-0.0680	-0.0393	26.0
## routing by layer
metal / up-vias / track usage, % / wire (µm)
met1: 277 / 6.66 / 801
met3: 0 / 1.02 / 194
met4: 0 / 0 / 0
met5: - / 0 / 0
li1: 269 / - / -
met2: 23 / 7.54 / 758
## layout by cell type, fill, tap and decap left out, drive strengths merged
cell type	count
or3	1
dlygate4sd2	6
nand2	4
nor2	5
o21ai	4
nand2b	2
and3	1
buf	47
or3b	1
a22oi	1
and4	1
nand3	1
nand4b	1
nor2b	1
and3b	1
nand4bb	1
clkdlybuf4s15	2
nor3	1
nand3b	1
inv	3
a221o	1
nor4	2
or2b	1
clkbuf	1
nand4	1
a21oi	3
nor3b	1
and2b	1
or4b	1
## cell type report
type                       count  area (µm²)
fill                         355        2530
timing repair buffer          56         445
tap                           46        57.6
inverter                       3        11.3
multi-input combinational     38         375
## what timing repair did
action                     4_1_cts  5_1_grt
resized                         85       19
setup endpoints to repair       11        7
pin swaps                       18       12
setup buffers                   13        5
## final timing paths
check  slack [ns]      from  cells past startpoint            end
max         -0.04  instr[5]                      5       regWrite
min          1.23  instr[0]                      4  AluControl[0]
## report_power, final
part	leakage [nW]	switching (mW)	internal, mW
clock network	0	0	0
logic	0.440	0.0491	0.0619
registers	0	0	0
Power and IR drop assume default switching activity.
