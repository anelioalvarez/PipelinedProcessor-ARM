==> design/flow/design.v <==
module imem
    #(parameter N = 32) (
    input  logic [5:0]   addr,
    output logic [N-1:0] q
);
    logic [N-1:0] ROM [0:63];
    initial  
    begin
        ROM = '{default: '0};
        ROM [0:52] = '{
            32'hf8000001,
            32'hf8008002,
            32'hf8000203,
            32'h8b050083,
            32'hf8018003,
            32'hcb050083,
            32'hf8020003,
            32'hcb0a03e4,
            32'hf8028004,
            32'h8b040064,
            32'hf8030004,
            32'hcb030025,
            32'hf8038005,
            32'h8a1f0145,
            32'hf8040005,
            32'h8a030145,
            32'hf8048005,
            32'h8a140294,
            32'hf8050014,
            32'haa1f0166,
            32'hf8058006,
            32'haa030166,
            32'hf8060006,
            32'hf840000c,
            32'h8b1f0187,
            32'hf8068007,
            32'hf807000c,
            32'h8b0e01bf,
            32'hf807801f,
            32'hb40000a0,
            32'h8b1f03ff,
            32'h8b1f03ff,
            32'h8b1f03ff,
            32'hf8080015,
            32'hf8088015,
            32'h8b0103e2,
            32'hcb010042,
            32'h8b0103f8,
            32'hf8090018,
            32'h8b080000,
            32'hb4ffff82,
            32'h8b1f03ff,
            32'h8b1f03ff,
            32'h8b1f03ff,
            32'hf809001e,
            32'h8b1e03de,
            32'hcb1503f5,
            32'h8b1403de,
            32'hf85f83d9,
            32'h8b1e03de,
            32'h8b1003de,
            32'hf81f83d9,
            32'hb400001f
        };
    end
    assign q = ROM[addr];
endmodule
==> design/flow/run.sh <==
#!/bin/bash
# OpenROAD 26Q1-2900-gdf79404cd8, Yosys 0.63+post, stock flow scripts
make -C /OpenROAD-flow-scripts/flow DESIGN_CONFIG=/design/flow/config.mk WORK_HOME=/design/flow/orfs finish
==> design/flow/config.mk <==
export PLATFORM = sky130hd
export DESIGN_NAME = imem
export DESIGN_NICKNAME = imem
export VERILOG_FILES = /design/flow/design.v
export SDC_FILE = /design/flow/constraint.sdc
export NUM_CORES = 4
export LEC_CHECK = 1
export CORE_AREA = 10 10 100 100
export DIE_AREA = 0 0 110 110
export SYNTH_HDL_FRONTEND = slang
==> design/flow/constraint.sdc <==
current_design imem

set clk_period 2.0
set clk_io_pct 0.2

create_clock -name clk0 -period $clk_period

set non_clock_inputs [all_inputs -no_clocks]
set_input_delay [expr $clk_period * $clk_io_pct] -clock clk0 $non_clock_inputs
set_output_delay [expr $clk_period * $clk_io_pct] -clock clk0 [all_outputs]
==> CHANGELOG.md <==
### Metrics

* First-pass GRT wire length at 12.5 mm
* Slew Limit Fails at 0
* Max_cap viols at 0
* Vias after detailed routing at 2503
* HPWL Detailed at 5.71 mm
* IO Port Bufs at 38
* Drt wl/cell at 16.2 um
* Largest net degree at the start of global routing at 17
* GRT Residual Overflow at 0
* YS warnings at 0
* Post-synth top cells: nor2_1, a21oi_1, nand2_1
* Crit. End Element: output port
* Drt first pass iters at 4
* Worst Hold Class: primary input to output port
* GPL Wtd Cong at 0.969
* FILL cells at 734
* Tot GR Track Use at 0.127
* Fmax at 0.450 GHz
* Vias per cell at 5.16
* Initial Util at 0.221
* Mapped Area at 1730 um^2
* Main area contributors: ha_1, nor2_1, buf_4
* RSZ-0062 raised after global routing: true
* IO Count at 38
* Yosys top cell by area: ha_1
* Flops at 0
* Area growth syn-to-layout at 89.8%
* Tightest Pin Transition at 279 ps
* Syn Area/Cell at 6.49 um^2
* Worst VDD drop at 0.106 mV
* Register area at 0 um^2
* Cells after synthesis at 266
* WP data arrival at 1820 ps
* CP startpoint kind: primary input
* Synth top cell by count: nor2_1
* Worst setup margin at -221 ps
* Final wirelength at 7.85 mm
* Final setup vio count at 20
* # clk buffers at 0
* Dominant cell area share at 0.0725
* Layout cell share with drive strength beyond 1 at 0.608
* Final hold vios at 0
* Leak at 1.43 nW
* Residual DRC count at 0
* Setup_tns at -1940 ps
* Register area share after synthesis at 0
* Final Power at 755 uW
* Max-Slew Margin vs Limit at 0.812
* Yosys stat cell total at 266
* Crit-path max FO at 7
* Comb area at 1810 um^2
* Design area at 3280 um^2
* DRT antenna net count at 0
* Dpl cells at 441
* Required time of the critical path at 1600 ps
* Tool warnings at 42
* Unique masters post-synth at 57
* Number of core rows at 32
* ANT cells at 0
* Initial DRC Count at 170
* Dpl cell area at 2570 um^2
* Vias in the first global route at 2370
* Chip area at 12100 um^2
* Dpl ws at -1060 ps
* Yosys chip area at 1730 um^2
* Pwr Density at 230 nW/um^2
* Violated checks: setup timing
* Die Y at 110 um
* Die Width at 110 um
* Core area at 7810 um^2
* Initial antenna violation count at 0
* Kind of critical path: primary input to output port
* Min Tclk post-route at 2220 ps
* Period utilization at 1.11
* Fin cells at 485
* Outcome: complete, but fails checks
[kinds of logic after synthesis]
kind of cell | Yosys count | share of synthesized area
simple gates | 102 | 0.307
compound gates | 101 | 0.404
buf+inv | 44 | 0.165
fa+ha+maj | 10 | 0.0725
mux | 9 | 0.0522
[layer usage]
layer | track usage | routed length [um]
met5 | 0 | 0
met4 | 0.0167 | 184
met3 | 0.00764 | 600
met2 | 0.206 | 3570
met1 | 0.184 | 3500
[power breakdown]
group | switching [mW] | leakage [nW] | internal [mW]
Sequential | 0 | 0 | 0
Combinational | 0.352 | 1.43 | 0.403
Clock | 0 | 0 | 0
[worst max-delay path, cell delays in order]
cell     delay, ps
buf_8           90
inv_8           40
ha_4           320
buf_6          120
buf_6           90
nor2b_4         30
or3_1          360
a31oi_1        180
o21ai_1         70
buf_2          120
[cell type report]
type,instances,share of cell area
timing repair buffer,153,0.395
tap,102,0.0389
inverter,8,0.0145
multi-input combinational,222,0.551
[path summary, 6_finish.rpt]
| kind | startpoint | end | slack, ps | cells after the start |
|---|---|---|---|---|
| setup / recovery | addr[1] | q[7] | -220 | 10 |
| hold / removal | addr[4] | q[3] | 1280 | 4 |
[timing repair]
action	4_1_cts	5_1_grt
buffers inserted	39	8
resized	194	49
endpoints found under the setup margin	32	32
pin swaps	53	22
hold buffers	0	0
[per-stage QoR]
stage	hold WS, ps	util
floorplan	1010	-
global placement	1750	0.330
detailed placement	1720	0.330
CTS	1360	0.394
global route	1330	0.420
finish	1280	0.420
[placed cells by master, fill, tap and decap left out, drive strengths merged, types with 3 or more instances in the layout]
master / netlist / routed
a211oi: 11 / 11
a21oi: 24 / 24
a311oi: 3 / 3
a31oi: 3 / 3
and2: 3 / 3
buf: 33 / 148
clkbuf: 3 / 4
ha: 10 / 10
inv: 8 / 8
mux2i: 9 / 9
nand2: 20 / 20
nand2b: 12 / 12
nand3: 5 / 5
nor2: 29 / 29
nor2b: 8 / 8
nor3: 11 / 11
nor3b: 3 / 3
o211ai: 7 / 7
o21ai: 29 / 29
o22ai: 4 / 4
or2: 4 / 4
or3: 3 / 3
Power is estimated from default activity; no workload was simulated.
