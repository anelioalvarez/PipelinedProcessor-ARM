==> design/flow/design.v <==
module adder 
    #(parameter N = 64) (
    input  logic [N-1:0] a, b,
    output logic [N-1:0] y
);
    assign y = a + b;
endmodule
module alu (
	input  logic [63:0] a, b,
	input  logic [3:0]  ALUControl,
	output logic [63:0] result,
	output logic        zero
);
	always_comb
	begin
		case(ALUControl)
			4'b0000     : result = a & b;
			4'b0001      : result = a | b;
			4'b0010    : result = a + b;
			4'b0110   : result = a - b;
			4'b0111: result = b;
			4'b1100     : result = ~(a | b);
			4'b1000    : result = b << (2'b00 * 16);
			4'b1001    : result = b << (2'b01 * 16);
			4'b1010    : result = b << (2'b10 * 16);
			4'b1011    : result = b << (2'b11 * 16);
			default      : result = 64'b0;
		endcase
		zero = result ? 1'b0 : 1'b1;
	end
endmodule
module datapath 
    #(parameter N = 64) (
    input  logic         reset, clk,
    input  logic         reg2loc,									
    input  logic         AluSrc,
    input  logic [3:0]   AluControl,
    input  logic         Branch,
    input  logic         memRead,
    input  logic         memWrite,
    input  logic         regWrite,	
    input  logic         memtoReg,									
    input  logic [31:0]  IM_readData,
    input  logic [N-1:0] DM_readData,
    output logic [N-1:0] IM_addr, DM_addr, DM_writeData,
    output logic         DM_writeEnable, DM_readEnable,
    output logic         IF_ID_Write  
);					
    logic         PCSrc;
    logic [N-1:0] PCBranch_E, aluResult_E, writeData_E, writeData3; 
    logic [N-1:0] signImm_D, readData1_D, readData2_D;
    logic         zero_E;
    logic [95:0]  qIF_ID;
    logic [270:0] qID_EX;
    logic [202:0] qEX_MEM;
    logic [135:0] qMEM_WB;
    logic [4:0]   Reg_address1, Reg_address2;
    logic         PCWrite, stall;  
    logic [9:0]   Ctrl_signals;
    fetch #(64) FETCH(
        .PCSrc_F(PCSrc),
        .clk(clk),
        .reset(reset),
        .PCBranch_F(qEX_MEM[197:134]),
        .imem_addr_F(IM_addr),
        .enable(PCWrite)
    );
    flopr_e #(96) IF_ID(
        .clk(clk),
        .reset(reset), 
        .d({IM_addr, IM_readData}),
        .q(qIF_ID),
        .enable(IF_ID_Write)
    );
    hazard_du HDU(
        .Instr_Ra1(Reg_address1),
        .Instr_Ra2(Reg_address2),
        .ID_EX_Rd(qID_EX[4:0]),
        .EX_MEM_Rd(qEX_MEM[4:0]),
        .MEM_WB_Rd(qMEM_WB[4:0]),
        .MEM_WB_MemRead(qMEM_WB[135]),
        .ID_EX_RegWrite(qID_EX[262]),
        .EX_MEM_RegWrite(qEX_MEM[199]),
        .PCWrite(PCWrite),
        .IF_ID_Write(IF_ID_Write),
        .stall(stall)
    );
    decode #(64) DECODE(
        .regWrite_D(qMEM_WB[134]),
        .reg2loc_D(reg2loc), 
        .clk(clk),
        .writeData3_D(writeData3),
        .instr_D(qIF_ID[31:0]), 
        .signImm_D(signImm_D), 
        .readData1_D(readData1_D),
        .readData2_D(readData2_D),
        .wa3_D(qMEM_WB[4:0]),
        .ra1_D(Reg_address1),
        .ra2_D(Reg_address2)
    );
    mux2 #(10) ID_CTRL_SIGNALS(
        .d0({AluSrc, AluControl, Branch, memRead, memWrite, regWrite, memtoReg}),
        .d1(10'b0),
        .s(stall),
        .y(Ctrl_signals)
    );
    flopr #(271) ID_EX(
        .clk(clk),
        .reset(reset), 
        .d({Ctrl_signals, qIF_ID[95:32], signImm_D, readData1_D, readData2_D, qIF_ID[4:0]}),
        .q(qID_EX)
    );
    execute #(64) EXECUTE(
        .AluSrc(qID_EX[270]),
        .AluControl(qID_EX[269:266]),
        .PC_E(qID_EX[260:197]), 
        .signImm_E(qID_EX[196:133]), 
        .readData1_E(qID_EX[132:69]), 
        .readData2_E(qID_EX[68:5]), 
        .PCBranch_E(PCBranch_E), 
        .aluResult_E(aluResult_E), 
        .writeData_E(writeData_E), 
        .zero_E(zero_E)
    );
    flopr #(203) EX_MEM(
        .clk(clk),
        .reset(reset), 
        .d({qID_EX[265:261], PCBranch_E, zero_E, aluResult_E, writeData_E, qID_EX[4:0]}),
        .q(qEX_MEM)
    );
    memory MEMORY(
        .Branch_M(qEX_MEM[202]), 
        .zero_M(qEX_MEM[133]), 
        .PCSrc_M(PCSrc)
    );
    assign DM_writeData = qEX_MEM[68:5];
    assign DM_addr = qEX_MEM[132:69];
    assign DM_writeEnable = qEX_MEM[200];
    assign DM_readEnable = qEX_MEM[201];
    flopr #(136) MEM_WB(
        .clk(clk),
        .reset(reset), 
        .d({qEX_MEM[201], qEX_MEM[199:198], qEX_MEM[132:69], DM_readData, qEX_MEM[4:0]}),
        .q(qMEM_WB)
    );
    writeback #(64) WRITEBACK(
        .aluResult_W(qMEM_WB[132:69]), 
        .DM_readData_W(qMEM_WB[68:5]), 
        .memtoReg(qMEM_WB[133]), 
        .writeData3_W(writeData3)
    );		
endmodule
module decode
    #(parameter N = 64) (
    input  logic         regWrite_D, reg2loc_D, clk,
    input  logic [N-1:0] writeData3_D,
    input  logic [31:0]  instr_D,
    output logic [N-1:0] signImm_D, readData1_D, readData2_D, 
    input  logic [4:0]   wa3_D,  
    output logic [4:0]   ra1_D, ra2_D
); 
    assign ra1_D = instr_D[9:5];
    mux2 #(5) ra2mux(
        .d0(instr_D[20:16]),
        .d1(instr_D[4:0]),
        .s(reg2loc_D),
        .y(ra2_D)
    );
    regfile registers(
        .clk(clk),
        .we3(regWrite_D),
        .ra1(ra1_D),
        .ra2(ra2_D),
        .wa3(wa3_D),            
        .wd3(writeData3_D),
        .rd1(readData1_D),
        .rd2(readData2_D)
    );
    signext ext(
        .a(instr_D),
        .y(signImm_D)
    );
endmodule
module execute
    #(parameter N = 64) (
    input  logic         AluSrc,
    input  logic [3:0]   AluControl,
    input  logic [N-1:0] PC_E,
    input  logic [N-1:0] signImm_E,
    input  logic [N-1:0] readData1_E,
    input  logic [N-1:0] readData2_E,
    output logic [N-1:0] PCBranch_E,
    output logic [N-1:0] aluResult_E,
    output logic [N-1:0] writeData_E,
    output logic         zero_E
);
    logic [N-1:0] mux_out;
    logic [N-1:0] shift_left_2_out;
    mux2 #(64) MUX(
        .d0(readData2_E),
        .d1(signImm_E),
        .s(AluSrc),
        .y(mux_out)
    );
    alu ALU(
        .a(readData1_E),
        .b(mux_out),
        .ALUControl(AluControl),
        .result(aluResult_E),
        .zero(zero_E)
    );
    sl2 #(64) Shift_left_2(
        .a(signImm_E),
        .y(shift_left_2_out)
    );
    adder #(64) Add(
        .a(PC_E),
        .b(shift_left_2_out),
        .y(PCBranch_E)
    );
    assign writeData_E = readData2_E;
endmodule
module fetch
    #(parameter N = 64) (
    input  logic         PCSrc_F,
    input  logic         clk, reset,
    input  logic [N-1:0] PCBranch_F,
    output logic [N-1:0] imem_addr_F,
    input  logic         enable
);
    logic [N-1:0] mux_out;
    logic [N-1:0] add_out;
    mux2 #(64) MUX(
        .d0(add_out),
        .d1(PCBranch_F),
        .s(PCSrc_F),
        .y(mux_out)
    );
    flopr_e #(64) PC(
        .clk(clk),
        .reset(reset),
        .d(mux_out),
        .q(imem_addr_F),
        .enable(enable)
    );
    adder #(64) Add(
        .a(imem_addr_F),
        .b(64'd4),
        .y(add_out)
    );
endmodule
module flopr
	#(parameter N = 64) (
	input  logic         clk, reset,
	input  logic [N-1:0] d,
	output logic [N-1:0] q
);
	always_ff @(posedge clk, posedge reset)
	begin
		if (reset) q <= '0;  
		else       q <= d;
	end
endmodule
module flopr_e
    #(parameter N = 64) (
    input  logic         clk, reset,
    input  logic [N-1:0] d,
    input  logic         enable,
    output logic [N-1:0] q
);
    always_ff @(posedge clk, posedge reset)
    begin
        if (reset)       q <= '0;
        else if (enable) q <= d;
    end
endmodule
module hazard_du (
    input  logic [4:0] Instr_Ra1, Instr_Ra2,
    input  logic [4:0] ID_EX_Rd, EX_MEM_Rd, MEM_WB_Rd,
    input  logic       MEM_WB_MemRead,
    input  logic       ID_EX_RegWrite,
    input  logic       EX_MEM_RegWrite,
    output logic       PCWrite,
    output logic       IF_ID_Write,
    output logic       stall
);
    always_comb
        if (ID_EX_RegWrite & (ID_EX_Rd !== 5'd31) & (ID_EX_Rd == Instr_Ra1 | ID_EX_Rd == Instr_Ra2)) begin
            IF_ID_Write = 1'b0;
            PCWrite     = 1'b0;
            stall       = 1'b1;
        end
        else if (EX_MEM_RegWrite & (EX_MEM_Rd !== 5'd31) & (EX_MEM_Rd == Instr_Ra1 | EX_MEM_Rd == Instr_Ra2)) begin
            IF_ID_Write = 1'b0;
            PCWrite     = 1'b0;
            stall       = 1'b1;
        end
        else if (MEM_WB_MemRead & (MEM_WB_Rd !== 5'd31) & (MEM_WB_Rd == Instr_Ra1 | MEM_WB_Rd == Instr_Ra2)) begin
            IF_ID_Write = 1'b0;
            PCWrite     = 1'b0;
            stall       = 1'b1;
        end
        else begin
            IF_ID_Write = 1'b1;
            PCWrite     = 1'b1;
            stall       = 1'b0;
        end
endmodule
module memory(
    input  logic Branch_M, zero_M,					
    output logic PCSrc_M
);
    assign PCSrc_M = Branch_M & zero_M;
endmodule
module mux2
    #(parameter N = 64) (
    input  logic [N-1:0] d0, d1,
    input  logic         s,
    output logic [N-1:0] y
);
    assign y = s ? d1 : d0;
endmodule
module regfile (
    input  logic        clk, we3,
    input  logic [4:0]  ra1, ra2, wa3,
    input  logic [63:0] wd3,
    output logic [63:0] rd1, rd2
);
    logic [63:0] registers [0:31] = '{
        64'd0,  64'd1,  64'd2,  64'd3,
        64'd4,  64'd5,  64'd6,  64'd7,
        64'd8,  64'd9,  64'd10, 64'd11,
        64'd12, 64'd13, 64'd14, 64'd15,
        64'd16, 64'd17, 64'd18, 64'd19,
        64'd20, 64'd21, 64'd22, 64'd23,
        64'd24, 64'd25, 64'd26, 64'd27,
        64'd28, 64'd29, 64'd30, 64'd0
    };
    always_ff @(posedge clk)
    begin
        if (we3 & (wa3 !== 5'd31)) registers[wa3] <= wd3;
    end
    mux2 #(64) R_DATA1(
        .d0(registers[ra1]),
        .d1(wd3),
        .s(we3 & (ra1 == wa3)),
        .y(rd1)
    );
    mux2 #(64) R_DATA2(
        .d0(registers[ra2]),
        .d1(wd3),
        .s(we3 & (ra2 == wa3)),
        .y(rd2)
    );
endmodule
module signext (
	input  logic [31:0] a,
	output logic [63:0] y
);
	always_comb
	begin
		casez(a[31:21])  
			11'b111_1100_0010  : y = {{55{a[20]}}, a[20:12]};  
			11'b111_1100_0000  : y = {{55{a[20]}}, a[20:12]};  
			11'b101_1010_0???   : y = {{45{a[23]}}, a[23:5]};   
			11'b100_1000_100?  : y = {52'b0, a[21:10]};        
			11'b100_1001_000?  : y = {52'b0, a[21:10]};        
			11'b101_1001_000?  : y = {52'b0, a[21:10]};        
			11'b110_1000_100?  : y = {52'b0, a[21:10]};        
			11'b110_1001_01??  : y = {48'b0, a[20:5]};         
			default: y = 64'b0;                    
		endcase
	end
endmodule
module sl2
    #(parameter N = 64) (
    input  logic [N-1:0] a,
    output logic [N-1:0] y
);
    assign y = {a[N-3:0], 2'b00};
endmodule
module writeback
    #(parameter N = 64) (
    input  logic [N-1:0] aluResult_W, DM_readData_W,
    input  logic         memtoReg,
    output logic [N-1:0] writeData3_W
);
    mux2 #(64) MtoRmux(
        .d0(aluResult_W),
        .d1(DM_readData_W),
        .s(memtoReg),
        .y(writeData3_W)
    );
endmodule
==> design/flow/run.sh <==
#!/bin/bash
# OpenROAD 26Q1-2900-gdf79404cd8, Yosys 0.63+post, stock flow scripts
make -C /OpenROAD-flow-scripts/flow DESIGN_CONFIG=/design/flow/config.mk WORK_HOME=/design/flow/orfs finish
==> design/flow/config.mk <==
export PLATFORM = sky130hd
export DESIGN_NAME = datapath
export DESIGN_NICKNAME = datapath
export VERILOG_FILES = /design/flow/design.v
export SDC_FILE = /design/flow/constraint.sdc
export NUM_CORES = 4
export LEC_CHECK = 1
export CORE_UTILIZATION = 40
export SYNTH_HDL_FRONTEND = slang
==> design/flow/constraint.sdc <==
current_design datapath

set clk_period 70.9
set clk_io_pct 0.2

create_clock -name clk0 -period $clk_period [get_ports {clk}]

set non_clock_inputs [all_inputs -no_clocks]
set_input_delay [expr $clk_period * $clk_io_pct] -clock clk0 $non_clock_inputs
set_output_delay [expr $clk_period * $clk_io_pct] -clock clk0 [all_outputs]
==> out/results.ini <==
[worst_setup_path]
timing.rr.start = ID_EX.q[270]$_DFF_PP0_
r2r_end = EX_MEM.q[133]$_DFF_PP0_
cp_slowest_cell = clkdlybuf4s50_1
critical_path.max_fanout = 57
r2r_setup_slack_ps = 60310
cp.arrival_ps = 18260
critPathCaptureType = primary output
crit_path_cell_trace = clkdlybuf4s50_1, mux2i_4, buf_4, xnor2_1, or3_1, nor3_1, a31oi_1, nor2_1, nor3_2, buf_4, clkdlybuf4s50_1
critical_path.top_delay_family = buffers and inverters
worst-path-buf-inv = 4
critPathKind = in -> out
max_stage_delay_ps = 880
cp.required_ps = 56720
worstSetupStartpointType = primary input
r2r_cells = 25

[synth]
synth.distinct_cells = 101
ys_seq_share_pct = 58.76
syn_area_mm2 = 0.1355
ys_ff = 2773
syn_inst = 10460
ys_warn_count = 0
postSynthAreaPerCell_um2 = 12.96
synth-main-ff-cell = edfxtp_1
top_cells_by_area = edfxtp_1 45%, dfrtp_1 13%, mux4_2 11%
ys_async_sr_fraction_pct = 26.14
edf_count = 2048
synth_stat.cells = 10460
yosys.area.top_type_share_pct = 45.37
yosysTopAreaCell = edfxtp_1
yosysChipArea_mm2 = 0.1355

[place]
place_area_mm2 = 0.1433
dp_hpwl_mm = 293.4
placed_cells = 14710
routabilityCongestion = 1.011
io_buffer_count = 303

[final_timing]
finalSetupViolCount = 0
finClkSkew_ps = 53.73
period_needed_ps = 32440
max_freq_ghz = 0.03082
hold_viol = 0
slew_violations = 0
maxSlewHeadroom_pct = 31.47
fin_crit_sh_pct = 45.76
rsz0062_at_grt = false
tns_ps = 0
tightest_slew_ps = 1020

[worst_hold_path]
whs_endpoint = ID_EX.q[247]$_DFF_PP0_
min_delay_path_depth = 0
hold_start = IF_ID.q[82]$_DFFE_PP0P_
hold_class = reg -> reg

[die]
coreArea_mm2 = 0.3369
ioPinCount = 304
rows = 213
dieArea_mm2 = 0.3412
die_w_um = 584.1
fp_util_pct = 40.24
die_y_um = 584.1

[flow_run]
maxCapViolCount = 0
warnings = 40

[global_routing]
grt_max_degree = 156
grt_pass1_vias = 97500
grt_usage_pct = 29.46
grt_pass1_wl_mm = 673.6
overflow = 0
antenna_found_initial = 42

[cts]
numCtsBuffers = 298
hold_buffers = 0
cts_tree = built
root_buffer = clkbuf_16
cts.sinks = 2773
clock_latency_ps = 950
ctsResizeCount = 0
cts_setup_buffers = 0
clock_path_buffers = 4
clk_pin_slew_ps = 60
htree_levels = 5

[power_and_ir_drop]
ir_drop_uv = 37.50
power_density_mw_per_mm2 = 48.81
total_power_mw = 7.483
comb_power_share_pct = 47.4
pwr-share-clk_pct = 21.1
sw_frac_of_total_pct = 42.39
p_sw_mw = 3.172
p_int_mw = 4.311
pwr-share-seq_pct = 31.5
p_leak_nw = 53.73

[layout]
drive_gt1_share_pct = 15.80
final_core_util_pct = 45.51
fin_area_mm2 = 0.1533
n_fill_cell = 28690
layout.cells.non_filler = 15280
layout.cells.most_common = edfxtp_1
area_growth_pct = 13.11
final_cell_mix = 2048 x edfxtp_1, 1323 x nand2_1, 733 x a211oi_1

[detailed_routing]
wire_per_inst_um = 30.69
drt-total-wl_mm = 469.1
first_pass_iters = 6
drt-vias-per-instance = 6.171
drtAntennaViolNets = 0
drc = 0
routed-via-count = 94310
drtIter0Drc = 7453

[status]
status = complete, no violations

[flip-flops by register name, summed over array words and instances, names as in the netlist]
register and flops:
ID_EX.q 226, MEM_WB.q 136, IF_ID.q 96, FETCH.PC.q 64
DECODE.registers.registers 2048, EX_MEM.q 203
[Yosys cell counts (12+ instances only)]
master     count
clkbuf_1     711
nand4_1       59
o21a_1        31
and3_1        31
a22o_1        16
nor2_1       378
buf_2         32
or3_1         24
buf_1         88
nor4_1        20
mux4_2       640
a21oi_1      725
o32ai_1       29
o221ai_1      13
o22ai_1       86
xor2_1        68
o21bai_1      23
nand2_1     1325
ha_1         128
o31ai_1       20
dfrtp_1      725
a22oi_1       28
nor3_1        84
mux2i_1       90
a311oi_1     259
mux2_2       168
nand3b_1      13
o21ai_0      227
nor2b_1       48
a21o_1        71
and2_1       541
inv_1         72
xnor2_1      120
nand3_1       87
o211ai_1      27
buf_4        128
nand2b_1      26
a31oi_1      283
edfxtp_1    2048
or4_1         12
a211oi_1     733
o2111ai_1     18
[final cells by class]
type,count,area (um^2),area share [%]
antenna,24,60.06,0.03917
multi-input combinational,6709,52040,33.94
sequential,2773,79670,51.97
clock buffer,435,8617,5.621
clock inverter,114,1291,0.8423
inverter,74,285.3,0.1861
tap,4515,5649,3.685
timing repair buffer,639,5693,3.713
[power by group through the flow]
stage     registers [mW]  logic (mW)  clock network [mW]
4_1_cts             2.35        3.49                1.61
5_1_grt             2.37        3.78                1.67
6_report            2.36        3.55                1.58
[logic make-up (layout without fill, tap and decap cells)]
logic type      Yosys count  after routing  synth area share [%]
flops                  2773           2773                 58.76
buf+inv                1039           1262                 3.295
other cells               1             88              0.002767
compound gates         2709           2709                 13.33
fa+ha+maj               131            131                 1.219
simple gates           2709           2709                 9.371
mux                     908            908                 12.81
xor+xnor                188            188                 1.215
[through the flow]
stage               hold slack, ps  setup WS [ps]
global route                 356.8          38230
global placement             335.3          38290
finish                       345.5          38460
floorplan                    331.2          36380
CTS                          347.2          38460
detailed placement           334.7          38480
[per-layer routing]
layer / GRT usage, % / vias to the layer above / part of all wire (%)
met5: 3.390 / - / 0.37
met4: 13.84 / 92 / 6.1
met3: 19.19 / 1215 / 16
met2: 41.78 / 6079 / 44
met1: 35.33 / 46320 / 33
li1: - / 40610 / -
[worst max path at each step]
stage | from | to | slack, ps | cells after the start
finish | reg2loc | IF_ID_Write | 38460 | 11
global route | reg2loc | IF_ID_Write | 38230 | 11
CTS | reg2loc | IF_ID_Write | 38460 | 11
Power figures rest on the tool's default switching activity, not on a simulated workload.
